`/design/flow/config.mk`:
```
export PLATFORM = sky130hd
export DESIGN_NAME = semafor1
export DESIGN_NICKNAME = semafor1
export VERILOG_FILES = /design/flow/design.v
export SDC_FILE = /design/flow/constraint.sdc
export NUM_CORES = 4
export LEC_CHECK = 1
export CORE_UTILIZATION = 30
```
`/design/flow/run.sh`:
```
#!/bin/bash
# OpenROAD 26Q1-2900-gdf79404cd8, Yosys 0.63+post, stock flow scripts
make -C /OpenROAD-flow-scripts/flow DESIGN_CONFIG=/design/flow/config.mk WORK_HOME=/design/flow/orfs finish
```
`/design/flow/design.v`:
```
module semafor1 (
    input             clk,       	     
    input             rst_n,      		 
    input             btn,        		 
    output reg [7:0]  led      			 
);
reg [1:0] current_state, next_state;
reg btn_state;
reg CHECK;
reg [31:0] timer;
parameter VERDE_DURATA  = 48000000;   
parameter GALBEN_DURATA = 36000000;   
parameter ROSU_DURATA   = 72000000;   
parameter DELAY_DURATA  = 96000000;   
parameter STARE_INITIALA = 2'b00;					 
parameter GALBEN_MASINI  = 2'b01;   					 
parameter ROSU_MASINI    = 2'b10; 					 
parameter DELAY          = 2'b11;					 
parameter NEAPASAT = 1'b0;					
parameter APASAT   = 1'b1;
always @(posedge clk or negedge rst_n) begin
    if (~rst_n) begin								 
	timer <= 0;
        current_state = STARE_INITIALA;
        btn_state <= NEAPASAT;
	CHECK = 0;
	next_state = STARE_INITIALA;
    end else begin	
        case (btn_state)
            NEAPASAT: begin
		    if (btn) begin						 
                    	btn_state <= APASAT;					
                end
            end
            APASAT: begin	
		if (btn) begin							 
		    CHECK <= 1;
		end
		if (!btn) begin							 
		    btn_state <= NEAPASAT;	
		end
	    end
	endcase
    if (timer == 0) begin
        case (current_state)							 
            STARE_INITIALA: begin						 
		led = 8'b11011110;
                if (btn || CHECK) begin
		    CHECK <= 0;
         	    timer <= VERDE_DURATA;
                    next_state = GALBEN_MASINI;
                end
            end
            GALBEN_MASINI: begin						 
		    led = 8'b11101110;
                    timer <= GALBEN_DURATA;
                    next_state = ROSU_MASINI;
                end
            ROSU_MASINI: begin							 
		    led = 8'b11110101;
                    timer <= ROSU_DURATA;
                    next_state = DELAY;
		end
	    DELAY: begin							 
		    led = 8'b01011110;
		    timer <= DELAY_DURATA;
		    next_state = STARE_INITIALA;
		end
        endcase
            current_state = next_state;					    	 
    end
    else begin
            timer <= timer - 1;						        
        end
    end
end
endmodule      
```
`/design/flow/constraint.sdc`:
```
current_design semafor1

set clk_period 8.2
set clk_io_pct 0.2

create_clock -name clk0 -period $clk_period [get_ports {clk}]

set non_clock_inputs [all_inputs -no_clocks]
set_input_delay [expr $clk_period * $clk_io_pct] -clock clk0 $non_clock_inputs
set_output_delay [expr $clk_period * $clk_io_pct] -clock clk0 [all_outputs]
```
==> results.json <==
{
  "status": "finished, final reports clean",
  "cp.required_ns": 8.39,
  "drt-initial-drc-count": 144,
  "yosysWarnings": 1,
  "p_sw_uw": 86.5,
  "pwr-share-comb_pct": 1.4,
  "slew_viol_final": 0,
  "power_density_nw_per_um2": 133,
  "cts-root-buf": "clkbuf_8",
  "period_used_pct": 38.5,
  "avgSynthCellArea_sq_um": 9.67,
  "warnings": 32,
  "tns_ns": 0,
  "final_cell_count_no_fill": 379,
  "syn_area_sq_um": 2600,
  "grt_antenna_before_repair": 0,
  "num_io_pins": 11,
  "row_count": 33,
  "final-setup-viol-count": 0,
  "p_int_uw": 291,
  "yosys_area_sq_um": 2600,
  "vias_per_cell": 5.45,
  "max_stage_delay_ns": 0.73,
  "synth-seq-area-share_pct": 45.2,
  "htreeDepth": 2,
  "synthCells": 269,
  "drt-total-wl_um": 5940,
  "firstDrtPassIters": 4,
  "cap_violations": 0,
  "ctsLongestPathBuffers": 2,
  "hold_violations": 0,
  "grt_pass1_vias": 1885,
  "cp-start-kind": "register",
  "ys_sh_adder_pct": 4.33,
  "synth-compound-area-share_pct": 20.2,
  "cts_hold_buf": 0,
  "final_common_cell": "dfrtp_1",
  "synth_cell_types": 56,
  "globalRouteOverflowTotal": 0,
  "fp.dieW_um": 95.1,
  "topCombFamilyByArea": "simple AND/OR/NAND/NOR gates",
  "maxSlewHeadroom_pct": 47.3,
  "cts_tree": "done",
  "synth_top_cell_by_area": "dfrtp_1",
  "min_period_ns": 3.16,
  "crit_slowest_cell": "nor4_4",
  "postSynth.asyncResetShare_pct": 89.1,
  "via_count": 2067,
  "fin_worst_skew_ns": 0.0147,
  "power_leakage_nw": 0.995,
  "ff_type": "dfrtp_1",
  "grt_pass1_wl_um": 9990,
  "grt_max_degree": 43,
  "synthTopCellsByArea": "dfrtp_1, edfxtp_1, ha_1",
  "cts_buffers": 5,
  "area_delta_synth_final_pct": 9.43,
  "dieHeight_um": 95.1,
  "insertion_delay_ns": 0.31,
  "most-common-layout-cells": "dfrtp_1, nor2_1, nor3_1",
  "fill_cells": 800,
  "postRouteAntennaNets": 0,
  "grt_usage_pct": 14.5,
  "fp_util_pct": 31.3,
  "postCtsSetupRepairBufs": 0,
  "seq_power_share_pct": 60.9,
  "core_area_sq_um": 8300,
  "clockPowerShare_pct": 37.7,
  "mux_share_pct": 1.15,
  "dpl.cell_count": 371,
  "crit_chain": "or4_1, or2_1, nor4_4, buf_4, o21ai_1, a22o_1",
  "num_antenna_cells": 0,
  "postCtsResizedCells": 0,
  "clk_pin_slew_worst_paths_ns": 0.09,
  "die_area_sq_um": 9040,
  "ys_sh_xor_pct": 2.02,
  "peakVddDrop_uv": 65.8,
  "drive_gt1_share_pct": 6.93,
  "hold_path.class": "register to register",
  "ys.flops": 46,
  "gp_congestion": 0.835,
  "rsz0062_at_grt": "false",
  "cts_sinks": 46,
  "fmax_mhz": 317,
  "simple_gate_area_share_pct": 21.7,
  "ys_cells": 269,
  "drc": 0,
  "switching_share_pct": 22.9,
  "synth-edff-count": 5,
  "hpwl_um": 4050,
  "top_area_share_pct": 39.5,
  "worst_slew_pin_slew_ns": 0.784,
  "end_kind": "register",
  "crit_fanout": 15,
  "worstSetupPathType": "register to register",
  "io_buffers": 8,
  "wire_per_inst_um": 15.7,
  "crit_family": "simple AND/OR/NAND/NOR gates",
  "crit_arrival_ns": 3.35,
  "critPathBufInv": 1
}
logic make-up after synthesis:
family                   after synthesis
AND-OR/OR-AND                         78
XOR/XNOR                               6
adder cells (fa/ha/maj)                9
buffers and inverters                 29
flip-flops                            46
multiplexers                           3
other                                  1
AND/OR/NAND/NOR                       97
sequential cells by signal, summed over array words and instances (netlist names), named ones only:
register	flops
next_state	3
timer	32
CHECK	1
btn_state	1
led	5
current_state	2
power groups by stage:
| stage | clock network [mW] | logic [mW] | registers (mW) |
|---|---|---|---|
| CTS | 0.146 | 0.00547 | 0.230 |
| finish | 0.142 | 0.00510 | 0.230 |
| global route | 0.156 | 0.00608 | 0.230 |
routing by layer:
| metal | track usage, % | wire length, um |
|---|---|---|
| met1 | 23.9 | 2990 |
| met2 | 20.2 | 2500 |
| met3 | 2.84 | 298 |
| met4 | 2.78 | 148 |
| met5 | 0 | 0 |
per-stage QoR:
step	utilization, %	power [mW]	hold WS, ns	instance area [sq um]	setup slack (ns)
global placement	33.2	0.240	0.473	2760	4.94
global route	34.3	0.392	0.521	2850	4.93
finish	34.3	0.377	0.492	2850	5.04
CTS	34.3	0.382	0.496	2850	5.06
detailed placement	33.2	0.240	0.478	2760	4.84
floorplan	-	0.235	0.447	2600	5.62
synthesized netlist by cell type, types with 3 or more instances:
cell type	count
clkbuf_1	6
xnor2_1	6
ha_1	9
nand2_1	13
nor3_1	18
nor4_1	5
a22o_1	5
o22ai_1	4
buf_4	3
buf_2	7
nand3_1	3
a2bb2oi_1	4
nand4_1	5
dfrtp_1	41
or3_1	6
o21ai_0	15
or4_1	8
mux2i_1	3
inv_1	12
nor2_1	20
o31ai_1	9
a21oi_1	16
edfxtp_1	5
a311oi_1	3
worst paths after layout:
| check | start | end | slack, ns | depth (start not counted) |
|---|---|---|---|---|
| min | timer[30]$_DFFE_PN0P_ | timer[30]$_DFFE_PN0P_ | 0.49 | 1 |
| max in group asynchronous | rst_n | timer[28]$_DFFE_PN0P_ | 6.42 | 2 |
| min reg2reg | timer[30]$_DFFE_PN0P_ | timer[30]$_DFFE_PN0P_ | 0.49 | 1 |
| min in group asynchronous | rst_n | current_state[1]$_DFFE_PN0N_ | 1.39 | 2 |
| max reg2reg | timer[10]$_DFFE_PN0P_ | timer[5]$_DFFE_PN0P_ | 5.04 | 6 |
| max | timer[10]$_DFFE_PN0P_ | timer[5]$_DFFE_PN0P_ | 5.04 | 6 |
cell type report:
type / instances / area (sq um) / share of cell area [%]
well taps: 105 / 131 / 4.62
inverters: 12 / 45.0 / 1.58
repair buffers: 13 / 113 / 3.96
multi-input cells: 195 / 1290 / 45.4
clock inverters: 3 / 20.0 / 0.704
clock buffers: 5 / 68.8 / 2.42
flip-flops and latches: 46 / 1180 / 41.3
Power is estimated from default activity; no workload was simulated.
